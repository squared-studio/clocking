==> ./design.v <==
module clk_div #(
    parameter int DIVISOR_SIZE = 9   
) (
    input logic arst_ni,   
    input logic [DIVISOR_SIZE-1:0] divisor_i,
    input logic clk_i,   
    output logic clk_o   
);
  logic bypass;   
  logic clk;   
  logic [DIVISOR_SIZE-1:0] count;   
  logic [DIVISOR_SIZE-1:0] count_p1;   
  logic [DIVISOR_SIZE-1:0] hct;   
  logic [DIVISOR_SIZE-1:0] lct;   
  assign bypass = (divisor_i < 2);
  assign count_p1 = count + 1;
  assign hct = divisor_i[DIVISOR_SIZE-1:1];
  assign lct = divisor_i[DIVISOR_SIZE-1:1] + divisor_i[0];
  assign clk_o = bypass ? clk_i : clk;
  always_ff @(posedge clk_i or negedge arst_ni) begin
    if (~arst_ni) begin
      clk   <= '0;
      count <= '1;
    end else begin
      if (clk == 0) begin
        if (count_p1 == lct) begin
          count <= '0;
          clk   <= '1;
        end else begin
          count <= count_p1;
        end
      end else begin
        if (count_p1 == hct) begin
          count <= '0;
          clk   <= '0;
        end else begin
          count <= count_p1;
        end
      end
    end
  end
endmodule
==> ./run.sh <==
#!/bin/bash
# OpenROAD 26Q1-2900-gdf79404cd8, Yosys 0.63+post, stock flow scripts
make -C /OpenROAD-flow-scripts/flow DESIGN_CONFIG=/design/flow/config.mk WORK_HOME=/design/flow/orfs finish
==> ./config.mk <==
export PLATFORM = sky130hd
export DESIGN_NAME = clk_div
export DESIGN_NICKNAME = clk_div
export VERILOG_FILES = /design/flow/design.v
export SDC_FILE = /design/flow/constraint.sdc
export NUM_CORES = 4
export LEC_CHECK = 1
export CORE_AREA = 10 10 90 90
export DIE_AREA = 0 0 100 100
==> ./constraint.sdc <==
current_design clk_div

set clk_period 6.8
set clk_io_pct 0.2

create_clock -name clk0 -period $clk_period [get_ports {clk_i}]

set non_clock_inputs [all_inputs -no_clocks]
set_input_delay [expr $clk_period * $clk_io_pct] -clock clk0 $non_clock_inputs
set_output_delay [expr $clk_period * $clk_io_pct] -clock clk0 [all_outputs]
==> out/qor.csv <==
stage;metric;value;unit
outcome;status;complete, no violations;
die;Die X;100;µm
synth;Syn. warnings;1;
drt;drt pass-1 iters;4;
setup_path;critical path fanouts, max;2;
pwr;maximum vdd ir drop;0.0001740;V
place;Placer Congestion;0.8975;
place;dpl hpwl;2.348;mm
sta;RSZ-0062 raised after global routing;false;
sta;final hold violation count;0;
global_routing;initial antenna violation count;0;
layout;Final Cell Area;0.001348;mm²
synth;post-synth top area share;20.98;%
setup_path;Critical Path Sink Type;output pin;
synth;top cells by count, synth;13 x xnor2_1, 11 x nor3_1, 10 x nand3_1;
global_routing;vias in the first global route;1056;
layout;Syn-to-layout area delta;19.53;%
pwr;PwrDens;410.2;mW/mm²
synth;Unique cell types;46;
setup_path;CP Launch Type;clock port;
die;placeable core region;0.006277;mm²
setup_path;most frequent CP cell;clkbuf_8;
setup_path;WS Path Type;clock port to output pin;
synth;ys flops;10;
setup_path;WP buf/inv;3;
layout;layout cell share with drive strength beyond 1;15.60;%
clock_tree;Clock Pin Slew Worst Setup and Hold Paths;0.05;ns
drt;antenna viol nets, final;0;
clock_tree;hold-fix buffers at CTS;0;
synth;Synth mux share;1.887;%
synth;Avg Cell Area, Syn;8.540;µm²
global_routing;gr usage total;6.123;%
synth;main flop type;dfstp_2;
synth;Synth Area in Compound Gates;16.76;%
setup_path;largest stage delay on the critical path;0.42;ns
setup_path;CP delay by family, top;buffers and inverters;
synth;Seq share, synth;23.20;%
drt;drt total wl;2.944;mm
clock_tree;Post-CTS Resized;0;
setup_path;crit path launch;clk_i;
synth;Gate Count Post-Synth;132;
drt;initial DRC count;78;
pwr;leak pwr;0.4590;nW
drt;Antenna diodes;0;
place;Port Buffers;11;
setup_path;R2R Path Start;count[0];
die;Die ar.;0.01000;mm²
drt;vias per cell;4.592;
synth;Synth logic family;simple AND/OR/NAND/NOR gates;
drt;vias post-DR;1001;
drt;Routed WL per cell;13.50;µm
global_routing;first-pass GRT wire length;5.050;mm
die;Init Core Util;17.96;%
synth;Cell area leaders;dfstp_2 21%, xnor2_1 10%, xor2_1 6.2%;
drt;# DRC;0;
setup_path;slowest CP cell;clkdlybuf4s50_1;
setup_path;worst path required time;5.44;ns
die;overall die height;100;µm
setup_path;crit path cell chain;clkbuf_8, clkbuf_8, mux2_2, clkdlybuf4s50_1;
pwr;total power;552.7;µW
sta;worst slew pin tran;0.6117;ns
synth;XORs/XNORs by Area;16.32;%
sta;Final setup viols;0;
sta;Slew HR;58.79;%
clock_tree;clk ins delay skew pair;0.34;ns
synth;Yosys top cell by instances;xnor2_1;
clock_tree;postcts setup bufs;0;
setup_path;data arrival time of the worst path;4.31;ns
sta;final slew viol count;0;
die;row count;29;
synth;Adder Area Share;3.330;%
hold_path;hold wc startpoint;clk;
die;IO Count;12;
synth;Post-synth EDFFs;0;
job;max_cap viols;0;
synth;ys async rst share;100.0;%
sta;Setup Skew;0.007547;ns
synth;Simple Share, Synth;31.41;%
synth;Synth Cell Area;0.001127;mm²
global_routing;largest net degree at the start of global routing;13;
hold_path;Worst Hold Class;register to register;
job;Log Warnings;27;
synth;post-synth area from yosys stat;0.001127;mm²
clock_tree;CTS tree;done;
sta;Fin Setup TNS;0;ns
global_routing;grt total ovfl;0;
place;placed cell areas;0.001261;mm²
synth;cell taking the most area after synthesis;dfstp_2;
synth;yosys cell count;132;
==> area by class of cell <==
type,count,area [µm²]
clock buffers,8,96.34
fillers,683,4930
inverters,2,7.507
multi-input cells,111,785.8
flip-flops and latches,10,261.5
well taps,77,96.34
repair buffers,10,100.1
==> power breakdown <==
part           internal (mW)  switching [mW]
registers              0.105          0.0482
clock network         0.0830          0.0328
logic                  0.126           0.158
total                  0.314           0.239
==> metal layers <==
metal / vias up / global-route usage (%) / share of wire [%]
met3: 7 / 2.568 / 7.5
met5: - / 0 / 0
met4: 0 / 1.304 / 1.7
met1: 463 / 7.966 / 49
met2: 24 / 9.308 / 42
li1: 507 / - / -
==> flip-flops by register name, indices dropped and copies added, names as in the netlist <==
name   flops
count      9
clk        1
==> stage by stage <==
stage | worst slack [ns] | util, % | std cells | hold WS (ns)
final | 1.129 | 21.47 | 218 | 0.5802
after global routing | 1.076 | 21.47 | 218 | 0.6438
after CTS | 1.102 | 21.47 | 218 | 0.5810
after detailed placement | 1.418 | 20.09 | 211 | 0.5697
after global placement | 1.418 | 20.09 | 211 | 0.5526
after floorplan | 1.820 | - | 132 | 0.5086
==> kinds of logic (layout without fill, tap and decap cells) <==
logic type	after synthesis	count (layout)
xor gates and xnor gates	21	21
AOI/OAI and AO/OA	26	26
adders and majority gates	3	3
buffers and inverters	11	20
muxes	2	2
DFF	10	10
and+or+nand+nor	59	59
==> worst min-delay path: stages, from the launching register on <==
cell and delay [ns]:
dfrtp_1 0.38, o31ai_1 0.09, nand2b_1 0.07
==> worst paths after layout <==
| path | to | slack [ns] | cells after the start |
|---|---|---|---|
| max in group asynchronous | count[2] | 5.08 | 1 |
| min | clk | 0.58 | 2 |
| min in group asynchronous | clk | 1.35 | 1 |
| max reg2reg | clk | 3.91 | 7 |
| min reg2reg | clk | 0.58 | 2 |
| max | clk_o | 1.13 | 4 |
==> placed cells by master, fill, tap and decap left out, drive strengths merged, types with 4 or more instances in the layout <==
cell and count:
xnor2 13, nor3 11, clkdlybuf4s50 11, nand3 11
nor2 9, dfstp 9, xor2 8, clkbuf 7
and3 5, nand2 4, a21oi 4, o21ai 4
Power is estimated from default activity; no workload was simulated.
